## ./config.mk

```make
export PLATFORM = sky130hd
export DESIGN_NAME = uart_rx
export DESIGN_NICKNAME = uart_rx
export VERILOG_FILES = /design/flow/design.v
export SDC_FILE = /design/flow/constraint.sdc
export NUM_CORES = 4
export LEC_CHECK = 1
export CORE_UTILIZATION = 30
```

## ./constraint.sdc

```tcl
current_design uart_rx

set clk_period 3.1
set clk_io_pct 0.2

create_clock -name clk0 -period $clk_period [get_ports {clk}]

set non_clock_inputs [all_inputs -no_clocks]
set_input_delay [expr $clk_period * $clk_io_pct] -clock clk0 $non_clock_inputs
set_output_delay [expr $clk_period * $clk_io_pct] -clock clk0 [all_outputs]
```

## ./run.sh

```bash
#!/bin/bash
# OpenROAD 26Q1-2900-gdf79404cd8, Yosys 0.63+post, stock flow scripts
make -C /OpenROAD-flow-scripts/flow DESIGN_CONFIG=/design/flow/config.mk WORK_HOME=/design/flow/orfs finish
```

## ./design.v

```verilog
`timescale 1ns / 1ps
module meta_stability_hardener(
    input clk,
    input rst,
    input source_signal,
    output reg hardened_signal
);
    reg meta_signal;
    always @(posedge clk)
    begin
        if (rst)
        begin
            meta_signal <= 1'b0;
            hardened_signal <= 1'b0; 
        end
        else
        begin
            meta_signal <= source_signal;
            hardened_signal <= meta_signal;
        end
    end
endmodule
`timescale 1ns / 1ps
module uart_baud_rate_generator(
    input clk,
    input rst,
    output baud_x16_en
);
    function integer ceil_log2;
        input [31:0] n;
        reg [31:0] temp;
        begin
            temp = n - 1;
            for (ceil_log2 = 0; temp > 0; ceil_log2 = ceil_log2 + 1)
                temp = temp >> 1;
        end
    endfunction 
    parameter BAUD_RATE = 57_600;
    parameter CLOCK_RATE = 100_000_000;
    localparam OVERSAMPLE_RATE = BAUD_RATE * 16;
    localparam DIVIDER = (CLOCK_RATE + OVERSAMPLE_RATE / 2) / OVERSAMPLE_RATE;
    localparam OVERSAMPLE_VALUE = DIVIDER - 1;
    localparam CNT_WIDTH = ceil_log2(DIVIDER);
    reg [CNT_WIDTH-1:0] internal_cnt;
    reg baud_x16_en_reg;
    wire [CNT_WIDTH-1:0] internal_cnt_minus_1;
    assign internal_cnt_minus_1 = internal_cnt - 1'b1;
    always @(posedge clk)
    begin
        if (rst)
        begin
            internal_cnt <= OVERSAMPLE_VALUE;
            baud_x16_en_reg <= 1'b0;
        end
        else
        begin
            baud_x16_en_reg <= (internal_cnt_minus_1 == {CNT_WIDTH{1'b0}});
            if (internal_cnt == {CNT_WIDTH{1'b0}})
            begin
                internal_cnt <= OVERSAMPLE_VALUE;
            end
            else
            begin
                internal_cnt <= internal_cnt_minus_1;
            end
        end
    end
    assign baud_x16_en = baud_x16_en_reg;
endmodule
`timescale 1ns / 1ps
module uart_rx(
    input clk,
    input rst,
    input rx,
    output rx_sync,
    output [7:0] rx_data,
    output rx_data_ready,
    output frame_error
);
    parameter BAUD_RATE = 115_200;
    parameter CLOCK_RATE = 100_000_000;
    wire baud_x16_en;
    meta_stability_hardener meta_stability_hardener_inst0(
        .clk(clk),
        .rst(rst),
        .source_signal(rx),
        .hardened_signal(rx_sync)
    );
    uart_baud_rate_generator#(
        .BAUD_RATE(BAUD_RATE),
        .CLOCK_RATE(CLOCK_RATE)
    ) 
    uart_baud_rate_generator_inst0(
        .clk(clk),
        .rst(rst),
        .baud_x16_en(baud_x16_en)
    );
    uart_rx_control uart_rx_control_inst0(
        .clk(clk),
        .rst(rst),
        .baud_x16_en(baud_x16_en),
        .rx(rx_sync),
        .rx_data(rx_data),
        .rx_data_ready(rx_data_ready),
        .frame_error(frame_error)
    );
endmodule
`timescale 1ns / 1ps
module uart_rx_control(
    input clk,
    input rst,
    input baud_x16_en,
    input rx,
    output reg [7:0] rx_data,
    output reg rx_data_ready,
    output reg frame_error
);
    localparam
        IDLE = 2'b00,
        START = 2'b01,
        DATA = 2'b10,
        STOP = 2'b11;
    reg [1:0] state;
    reg [3:0] over_sample_cnt;
    reg [2:0] bit_cnt;
    wire over_sample_cnt_done;
    wire bit_cnt_done;
    always @(posedge clk)
    begin
        if (rst)
        begin
            state <= IDLE;
        end  
        else
        begin
            if (baud_x16_en)
            begin
                case (state)
                    IDLE: 
                    begin
                        if (!rx)
                        begin
                            state <= START;
                        end  
                    end  
                    START:
                    begin
                        if (over_sample_cnt_done)
                        begin
                            if (!rx)
                            begin
                                state <= DATA;
                            end  
                            else
                            begin
                                state <= IDLE;
                            end  
                        end  
                    end  
                    DATA:
                    begin
                        if (over_sample_cnt_done && bit_cnt_done)
                        begin
                            state <= STOP;
                        end  
                    end  
                    STOP:
                    begin
                        if (over_sample_cnt_done)
                        begin
                            state <= IDLE;
                        end  
                    end  
                endcase  
            end  
        end  
    end  
    always @(posedge clk)
    begin
        if (rst)
        begin
            over_sample_cnt <= 4'd0;
        end  
        else
        begin
            if (baud_x16_en)
            begin
                if (!over_sample_cnt_done)
                begin
                    over_sample_cnt <= over_sample_cnt - 1'b1;
                end  
                else
                begin
                    if ((state == IDLE) && !rx)
                    begin
                        over_sample_cnt <= 4'd7;
                    end  
                    else if (((state == START) && !rx) || (state == DATA))
                    begin
                        over_sample_cnt <= 4'd15;                    
                    end  
                end  
            end  
        end  
    end  
    assign over_sample_cnt_done = (over_sample_cnt == 4'd0);
    always @(posedge clk)
    begin
        if (rst)
        begin
            bit_cnt <= 3'b0;
        end  
        else
        begin
            if (baud_x16_en)
            begin
                if (over_sample_cnt_done)
                begin
                    bit_cnt <= 3'd0;
                end  
                else if (state == DATA)
                begin
                    bit_cnt <= bit_cnt + 1'b1;
                end  
            end  
        end  
    end  
    assign bit_cnt_done = (bit_cnt == 3'd7);
    always @(posedge clk)
    begin
        if (rst)
        begin
            rx_data <= 8'b00000000;
            rx_data_ready <= 1'b0;
        end  
        else
        begin
            if (baud_x16_en && over_sample_cnt_done)
            begin
                rx_data[bit_cnt] <= rx;
                rx_data_ready <= (bit_cnt == 3'd7);
            end  
            else
            begin
                rx_data_ready <= 1'b0;
            end  
        end  
    end  
    always @(posedge clk)
    begin
        if (rst)
        begin
            frame_error <= 1'b0;
        end  
        else
        begin
            if (baud_x16_en)
            begin
                if ((state == STOP) && over_sample_cnt_done && !rx)
                begin
                    frame_error <= 1'b1;
                end  
                else
                begin
                    frame_error <= 1'b0;
                end  
            end  
        end  
    end  
endmodule
```

==> run notes <==
The synthesis and PnR run went through. The tree is rooted in a sky130_fd_sc_hd__clkbuf_8. In the final layout, the fill cell count is around 440. The registers reported with the highest flop counts are uart_rx_control_inst0.rx_data (8), uart_baud_rate_generator_inst0.internal_cnt (6).

The number of antenna violations at the first check in global routing came to 0. Number of top-level pins landed at 14. In this run the vertical extent of the chip is between 60 and 70 um. Data arrival time at the worst-slack endpoint landed at about 1.4 ns. Summed over all failing endpoints, the final setup total negative slack is 0 ns.

Clock power share landed at 45.9%. For reference, the critical path is launched at meta_stability_hardener_inst0.hardened_signal. Fraction of synthesized cell area taken by the top area cell type landed at 43.88%. Worst max-slew margin expressed relative to the limit landed at a little under three fifths. Per the timing report, the most critical flop-to-flop path originates at uart_rx_control_inst0.over_sample_cnt[0]. Antenna violation net count after detailed routing landed at 0. Width of the chip landed at around 70 um. Quantity of I/O buffers inserted on ports landed at 13. The worst setup path is launched from a flip-flop. Gates resized during post-CTS repair numbered 0. Per-cell via count in the routed design landed at about 4.8. For this design, Yosys synthesis ends with a cell count of 153. Of the synthesized area, sequential elements account for 43.88%. The analysis reports a worst IR drop on VDD of 0.2546 mV. Power share of the combinational group landed at 4.0%.

Summed over all nets, the half-perimeter wirelength after detailed placement is about 1800 um. The final timing report counts setup violations totalling 0. Final max-slew violation count landed at 0. Highest attainable clock frequency landed at 502.8 MHz. According to the timing report, the data required time at the worst endpoint equals 2.48 ns.

Entering global routing, the biggest net connects 18 pins. The number of clock sinks came to 30. Source-to-sink clock delay at the later pin of the worst-skew pair landed at 0.28 ns. For the finished layout, the period the worst path requires is 1.989 ns.

Looking at the clock tree report, the H-tree level count equals 2. Summed over all routing layers, the global router reports a total usage of 11.37%. Area used by sequential logic in the layout landed at 600.6 sq um. In the final report, the number of hold violations comes to 0. In the synthesis report, Yosys lists the chip area as between 1000 and 1500 sq um.

Looking at the max-slew report, the worst-margin pin has a slew of 0.6424 ns. For this run, the leading register cell type out of synthesis is sky130_fd_sc_hd__dfxtp_1. The post-synth register bit count is 30. The run finished with clean final reports. Max-cap violations in this run came to 0.

Along the worst path, the maximum fanout reaches 12. The register with the most flip-flops in the layout has 8 of them. Per the post-CTS timing run, clock transition at the registers of the reported paths is 0.07 ns. Of all cell types, the one taking the most synthesized area is sky130_fd_sc_hd__dfxtp_1. Placed cell area landed at 1548 sq um.

Among all stages on the critical path, the largest delay is contributed by sky130_fd_sc_hd__dfxtp_1. Area of the die landed at roughly 4800 sq um. Post-detailed-route DRC marker count landed at 0. Row count landed at 24.

Counting along the longest clock path gives a buffer depth of 2. Routed via count landed at 1070. By area the synthesized netlist is led by sky130_fd_sc_hd__dfxtp_1 (44%), sky130_fd_sc_hd__nor2_1 (6.9%), sky130_fd_sc_hd__ha_1 (6.4%). The leakage component of the power was reported as between 0.6 and 0.7 nW. Routability congestion estimate landed at 0.7917. Share of flip-flops with an asynchronous set or reset after synthesis landed at 0%.

Buffer-and-inverter tally for the worst setup path landed at 1. The share of total power dissipated in sequential elements is 50.2%. Post-route fraction of the period consumed by the critical path landed at 64.15%.

Number of instances in the synthesized netlist landed at 153. Setup repair after global routing left no endpoint under its margin. Post-route standard cell area excluding fillers landed at 1658 sq um. Buffers inserted during post-CTS setup optimization landed at 0. Remaining global-route overflow landed at 0. After detailed routing, the total wire length is 2505 um. 0 antenna diodes ended up in the layout.

In the final run the clock tree shows a worst skew of 0.006326 ns. Number of hold buffers added after cts landed at 0. Fraction of final layout cells with drive strength greater than 1 landed at 8.187%. Total iterations of the first detailed-routing run landed at 4. More flip-flops sit in one register than any other, and that register is uart_rx_control_inst0.rx_data. The worst setup path is captured at an output port. Per the breakdown, switching nets consume 20.64% of all power. Initial core utilization landed at 31.22%. First-pass GRT wire length landed at 4443 um.

The floorplan step defined a core boundary enclosing ~4400 sq um. The number of warnings reported in the stage logs is 28. Via count of the first global-routing pass landed at 965. Yosys mapped a number of flops with a built-in enable equal to 0. Area growth from synthesis to final layout landed at 21.12%. CTS buffer count landed at 5. Synthesized cell area landed at 1369 sq um. Logic area landed at 706.9 sq um. Looking at hold timing, the worst path starts from meta_stability_hardener_inst0.meta_signal. Counting distinct cell types in the post-synthesis netlist gives 38. Number of design-rule violations left by the first detailed-router iteration landed at 36. Switching power of the nets landed at 0.0001640 W.

Among cell families on the critical path, the largest total delay comes from flip-flops. Per the detail_route report, routed wire per instance is roughly 11 um. Synthesized area per cell landed at 8.946 sq um. Yosys warning count landed at 3.

The critical path in this run is classified as flip-flop to output port. Dividing total power by cell area gives a power density of 479.2 nW/um^2. In this run the worst hold path is classified as flip-flop to flip-flop. For this run, the slowest stage of the critical path takes 0.56 ns. Per STA, the worst path is made up of clkdlybuf4s50_1. Internal power of the cells landed at 0.0006305 W.

TritonCTS built the clock tree. In the post-route analysis, the smallest setup slack over all paths is 1.111 ns. STA on the placed design reports a worst setup slack of 0.8528 ns.
==> Yosys cell counts, drive strengths merged, types with 2 or more instances <==
cell	n
o21ai	3
buf	2
xor2	2
nor3b	4
dfxtp	30
inv	10
ha	7
nand2	16
a22oi	3
nor3	5
nor4	2
nor2b	2
a21oi	6
xnor2	4
nor2	25
a31oi	2
clkbuf	2
nand2b	2
mux2i	5
a32o	4
==> routing by layer <==
layer | routed length [um] | GRT usage (%)
met5 | 0 | 0
met4 | 14 | 1.361
met3 | 117 | 3.982
met2 | 1054 | 15.86
met1 | 1318 | 17.69
==> final timing paths <==
path	slack [ns]	end	depth (start not counted)
max	1.11	rx_sync	1
min	0.43	meta_stability_hardener_inst0.hardened_signal	1
max reg2reg	1.18	uart_rx_control_inst0.rx_data[2]	6
min reg2reg	0.43	meta_stability_hardener_inst0.hardened_signal	1
==> area by class of cell <==
type                       count  share of cell area, %
timing repair buffer          14                  8.302
inverter                      10                  2.264
clock buffer                   8                  6.642
multi-input combinational    109                  42.64
sequential                    30                  36.23
tap                           52                  3.925
==> cell usage in the layout, fill, tap and decap left out, types with 2 or more instances in the layout <==
| cell | synthesis | routed |
|---|---|---|
| sky130_fd_sc_hd__dfxtp_1 | 30 | 30 |
| sky130_fd_sc_hd__nor2_1 | 25 | 25 |
| sky130_fd_sc_hd__nand2_1 | 16 | 16 |
| sky130_fd_sc_hd__clkdlybuf4s50_1 | 0 | 13 |
| sky130_fd_sc_hd__inv_1 | 10 | 10 |
| sky130_fd_sc_hd__clkbuf_8 | 0 | 8 |
| sky130_fd_sc_hd__ha_1 | 7 | 7 |
| sky130_fd_sc_hd__a21oi_1 | 6 | 6 |
| sky130_fd_sc_hd__nor3_1 | 5 | 5 |
| sky130_fd_sc_hd__mux2i_1 | 5 | 5 |
| sky130_fd_sc_hd__nor3b_1 | 4 | 4 |
| sky130_fd_sc_hd__xnor2_1 | 4 | 4 |
| sky130_fd_sc_hd__a32o_1 | 4 | 4 |
| sky130_fd_sc_hd__o21ai_0 | 3 | 3 |
| sky130_fd_sc_hd__a22oi_1 | 3 | 3 |
| sky130_fd_sc_hd__a31oi_1 | 2 | 2 |
| sky130_fd_sc_hd__nand2b_1 | 2 | 2 |
| sky130_fd_sc_hd__nor4_1 | 2 | 2 |
| sky130_fd_sc_hd__xor2_1 | 2 | 2 |
| sky130_fd_sc_hd__nor2b_1 | 2 | 2 |
==> kinds of logic (layout without fill, tap and decap cells) <==
group	count (synthesis)	count (layout)	synth area share [%]
simple gates	64	64	23.31
mux	5	5	3.656
compound gates	27	27	14.44
buf+inv	14	32	4.479
xor+xnor	6	6	3.839
fa+ha+maj	7	7	6.398
flops	30	30	43.88
==> stage by stage <==
step / util (%) / power (W) / std cells / hold slack [ns]
global placement: 35.30 / 0.0004389 / 215 / 0.4199
global route: 37.81 / 0.0008308 / 223 / 0.4766
CTS: 37.81 / 0.0008066 / 223 / 0.4418
floorplan: - / 0.0004281 / 153 / 0.3992
finish: 37.81 / 0.0007945 / 223 / 0.4334
detailed placement: 35.30 / 0.0004391 / 215 / 0.4305
==> power groups by stage <==
stage / Combinational, W / Clock, W / Sequential, W
after CTS: 0.0000322 / 0.000376 / 0.000398
after global routing: 0.0000355 / 0.000396 / 0.000400
final: 0.0000316 / 0.000364 / 0.000399
==> worst register-to-register path, cell delays in order, from the launching register on <==
cell	delay, ns
sky130_fd_sc_hd__dfxtp_1	0.33
sky130_fd_sc_hd__inv_1	0.06
sky130_fd_sc_hd__ha_1	0.24
sky130_fd_sc_hd__nand4bb_1	0.40
sky130_fd_sc_hd__nor4_1	0.47
sky130_fd_sc_hd__mux2i_1	0.22
sky130_fd_sc_hd__nor2_1	0.05
Power figures rest on the tool's default switching activity, not on a simulated workload.
